**./design.v**
```verilog
module Full_adder (
    carryIn,
    input1,
    input2,
    sum,
    carryOut
);
  input carryIn;
  input input1;
  input input2;
  output sum;
  output carryOut;
  wire sum;
  wire carryOut;
  wire w1, w2, w3;
  xor x1 (w1, input1, input2);
  xor x2 (sum, w1, carryIn);
  and a1 (w2, input1, input2);
  and a2 (w3, w1, carryIn);
  or o1 (carryOut, w2, w3);
endmodule
module ALU_1bit (
    a,
    b,
    invertA,
    invertB,
    operation,
    carryIn,
    less,
    result,
    carryOut
);
  input a;
  input b;
  input invertA;
  input invertB;
  input [2-1:0] operation;
  input carryIn;
  input less;
  output reg result;
  output reg carryOut;
  wire src1;
  wire src2;
wire sum;
wire cout;
assign src1 = a ^ invertA;  
assign src2 = b ^ invertB;  
Full_adder fa0 (.carryIn(carryIn), .input1(src1), .input2(src2), .sum(sum), .carryOut(cout));
always @* begin
  case(operation)
    2'b00:  
      begin
        result = src1 | src2;
        carryOut = 1'b0;
      end
    2'b01:  
      begin
        result = src1 & src2;
        carryOut = 1'b0;
      end
    2'b10:  
      begin
        if(sum) result = sum; else result = 0;
        carryOut = cout;
      end
    2'b11:  
      begin
        result = less;
        carryOut = cout;
      end
  endcase
end
endmodule
module ALU (
    aluSrc1,     
    aluSrc2,     
    invertA,     
    invertB,     
    operation,   
    result,      
    zero,        
    overflow     
);
  input [32-1:0] aluSrc1;
  input [32-1:0] aluSrc2;
  input invertA;
  input invertB;
  input [2-1:0] operation;
  output reg [32-1:0] result;
  output zero;
  output overflow;
  wire [32-1:0] res;
  wire cin;
  wire [32-1:0] cout;
  wire set;
assign cin = (invertA + invertB);
ALU_1bit alu_1bit_0(.a(aluSrc1[0]), .b(aluSrc2[0]), .invertA(invertA), .invertB(invertB), .operation(operation), .carryIn(cin), .less(set), .result(res[0]), .carryOut(cout[0]));
genvar i;
generate
  for (i = 1; i < 32; i = i + 1) begin
    ALU_1bit alu_1bit(
      .a(aluSrc1[i]), .b(aluSrc2[i]), .invertA(invertA), .invertB(invertB), .operation(operation), .carryIn(cout[i-1]), .less(1'b0), .result(res[i]), .carryOut(cout[i]));
  end
endgenerate
assign zero = (result == 0) ^ (operation == 10);
assign set = (aluSrc1[31] ^ (~aluSrc2[31]) ^ cout[30]) & (operation == 11);
assign overflow = ((aluSrc1[31] ^ invertA) & (aluSrc2[31] ^ invertB) & (~res[31])) | ((~(aluSrc1[31] ^ invertA)) & (~(aluSrc2[31] ^ invertB)) & res[31]);
always @* begin
    result <= res;
end
endmodule
```
**./run.sh**
```bash
#!/bin/bash
# OpenROAD 26Q1-2900-gdf79404cd8, Yosys 0.63+post, stock flow scripts
make -C /OpenROAD-flow-scripts/flow DESIGN_CONFIG=/design/flow/config.mk WORK_HOME=/design/flow/orfs finish
```
**./config.mk**
```make
export PLATFORM = sky130hd
export DESIGN_NAME = ALU
export DESIGN_NICKNAME = ALU
export VERILOG_FILES = /design/flow/design.v
export SDC_FILE = /design/flow/constraint.sdc
export NUM_CORES = 4
export LEC_CHECK = 1
export CORE_UTILIZATION = 50
```
**./constraint.sdc**
```tcl
current_design ALU

set clk_period 16.6
set clk_io_pct 0.2

create_clock -name clk0 -period $clk_period

set non_clock_inputs [all_inputs -no_clocks]
set_input_delay [expr $clk_period * $clk_io_pct] -clock clk0 $non_clock_inputs
set_output_delay [expr $clk_period * $clk_io_pct] -clock clk0 [all_outputs]
```
==> out/metrics.yaml <==
outcome:
  outcome: "complete, but fails checks"
  violations: "setup timing"
routing:
  routed_via_density: 4.52
  drc: 0
  wire_per_inst_um: 12.3
  antennaDiodeCount: 0
  antenna_left: 0
  first_pass_iters: 4
  drt_iter0_drc: 53
  finalWirelength_mm: 7.85
  vias: 2877
final_timing:
  worstMarginPinSlew_ns: 0.573
  timing.final.crit_period_ns: 22.76
  fmax_mhz: 43.9
  finalCritPeriodShare_pct: 137
  finalHoldViolations: 0
  slew_headroom_pct: 61.7
  drv_slew: 0
  hold_ws_ns: 7.54
  setup_viol: 17
  rsz0062_at_grt: "yes"
  fin_ws_ns: -6.16
grt:
  grt_pass1_wl_mm: 13.2
  grt_pass1_vias: 2930
  grt_start_max_net_pins: 35
  grt_usage_pct: 22.2
  antenna_found_initial: 0
  globalRoute.totalOverflow: 0
finish:
  drive_above_1_share_pct: 36.7
  area_delta_synth_final_pct: 46.9
  n_clock_buffer: 0
  stdcell_area_um2: 5350
  seqCellArea_um2: 0
  flops: 0
  post-route-util_pct: 77.5
worst_setup_path:
  cp-start-kind: "input pin"
  cp_data_arrival_time_ns: 19.44
  slowest_stage: "fa_2"
  critPathRequiredTime_ns: 13.28
  slowest_delay_ns: 0.53
  end_kind: "output port"
  cp_max_fo: 3
  criticalPathCategory: "input pin to output port"
  cpMostUsedCell: "fa_2"
placement:
  dp.final_hpwl_mm: 6.27
  port_buffers: 102
  gp_congestion: 0.846
  post_dp_cell_area_um2: 5200
logic_synthesis:
  ys_top_cells_by_count: "inv_1 (85), ha_1 (64), xor2_1 (64), buf_4 (34), fa_1 (31)"
  yosys_cells: 420
  synth.area.top_cells: "ha_1 (22%), fa_1 (17%), xor2_1 (15%)"
  ys_chip_area_um2: 3640
  netlist.area_leader.share_pct: 22.0
  largest_area_cell: "ha_1"
  ys_types: 24
  synthCells: 420
  ys_seq_share_pct: 0
  synth.most_common_cell: "inv_1"
  yosysWarningCount: 2
  synthesis.area_um2: 3640
  avgSynthCellArea_um2: 8.67
hold_path:
  min_path_type: "input pin to output port"
die:
  io_pins: 102
  rows: 30
  fp_util_pct: 52.7
  die_w_um: 87.4
  core_um2: 6910
  die_area_um2: 7630
  die_h_um: 87.4
job:
  tool_warnings: 100
  cap_violations: 0
pwr:
  p_total_w: 0.000207
  leakage_nw: 2.81
  power_density_nw_per_um2: 38.7
  ir_worst_vdd_uv: 20.5
clock_network:
  cts_hold_buf: 0
==> where the power goes <==
group	internal, W	switching, W
registers	0	0
logic	0.000124	0.0000827
clock network	0	0
total	0.000124	0.0000827
==> logic make-up (layout without fill, tap and decap cells) <==
group,after synthesis,after routing,share of synthesized area (%)
buffers and inverters,140,260,19.6
adders and majority gates,95,95,39.0
xor gates and xnor gates,66,66,15.9
and+or+nand+nor,53,53,8.55
AOI/OAI and AO/OA,34,34,6.90
muxes,32,32,10.0
==> timing repair <==
action,CTS,global route
buffers inserted,11,6
setup endpoints to repair,17,18
resized,44,15
pin swaps,38,26
hold endpoints to repair,0,0
==> through the flow <==
stage | setup TNS [ns] | cells | setup WS (ns)
floorplan | -58.25 | 420 | -6.12
global placement | -69.01 | 623 | -6.80
detailed placement | -69.70 | 623 | -6.83
CTS | -65.14 | 633 | -6.61
global route | -67.04 | 636 | -6.69
finish | -59.32 | 636 | -6.16
==> layout by cell type, fill, tap and decap left out, types with 6 or more instances in the layout <==
cell | synthesis | layout
ha_1 | 64 | 64
buf_6 | 5 | 6
a2bb2oi_1 | 21 | 17
buf_2 | 7 | 8
nand2_1 | 11 | 11
mux2_2 | 26 | 21
fa_2 | 0 | 31
xor2_1 | 64 | 62
nand2b_4 | 0 | 30
inv_1 | 85 | 80
buf_4 | 34 | 72
clkdlybuf4s50_1 | 0 | 86
mux2_4 | 1 | 10
==> metal layers <==
metal	up-vias	GRT usage [%]	part of all wire, %
li1	1479	-	-
met3	0	1.73	4.0
met1	1333	34.6	51
met4	0	0.298	0
met5	-	0	0
met2	65	36.6	45
==> path summary, 6_finish.rpt <==
path	end	slack, ns	startpoint	cells past startpoint
hold / removal	result[18]	7.54	invertB	8
setup / recovery	zero	-6.16	invertB	70
==> final cells by class <==
cell class	instances	area, um2
Multi-Input combinational cell	280	3350
Timing Repair Buffer	175	1560
Fill cell	472	1560
Inverter	85	319
Tap cell	96	120
==> worst max-delay path: cells and delay by family <==
family | cells | cell delay (ns)
compound gates | 1 | 0.06
buf+inv | 4 | 0.43
simple gates | 32 | 4.68
mux | 1 | 0.14
xor+xnor | 1 | 0.17
fa+ha+maj | 31 | 10.64
Power figures rest on the tool's default switching activity, not on a simulated workload.
